--- design.v ---
`timescale 1ns / 1ps
module univ_sseg(
    input [13:0] cnt1,
    input [6:0] cnt2,
    input valid,
    input dp_en,
    input [1:0] dp_sel,
    input [1:0] mod_sel,
    input sign,
    input clk,
    output reg [7:0] ssegs,
    output reg [3:0] disp_en,
    output sclk
    ); 
    wire [3:0] c1_d3;   
    wire [3:0] c1_d2; 
    wire [3:0] c1_d1; 
    wire [3:0] c1_d0; 
    wire [3:0] c2_d1;    
    wire [3:0] c2_d0; 
    reg [3:0] A_1000_digit;  
    reg [3:0] B_100_digit; 
    reg [3:0] C_10_digit; 
    reg [3:0] D_1_digit; 
    reg [3:0] final_BCD; 
    reg [1:0] m_cnt;         
    reg [7:0] seg_val;       
    cnt_convert_14b CC_14(cnt1, mod_sel, c1_d3, c1_d2, c1_d1, c1_d0); 
    cnt_convert_7b CC_7(cnt2, c2_d1, c2_d0); 
    clk_divder CLK_DIV (clk,sclk); 
    always @ (sign,mod_sel,c1_d1,c1_d3)
    begin
       case ({sign,mod_sel})
          0: A_1000_digit = 'hF;
          1: A_1000_digit = c1_d1; 
          2: A_1000_digit = c1_d3;
          3: A_1000_digit = 0;
          4: A_1000_digit = 'hA;   
          5: A_1000_digit = c1_d1; 
          6: A_1000_digit = c1_d3;
          7: A_1000_digit = 0;
          default A_1000_digit = 'hA; 
       endcase 
    end 
    always @ (mod_sel,c1_d2,c1_d0)
    begin
       case (mod_sel)
          0: B_100_digit = c1_d2; 
          1: B_100_digit = c1_d0; 
          2: B_100_digit = c1_d2;
          3: B_100_digit = 0;
          default B_100_digit = 0; 
       endcase 
    end 
    always @ (mod_sel,c1_d1,c2_d1)
    begin
       case (mod_sel)
          0: C_10_digit = c1_d1; 
          1: C_10_digit = c2_d1; 
          2: C_10_digit = c1_d1;
          3: C_10_digit = 0;
          default C_10_digit = 0; 
       endcase 
    end 
    always @ (mod_sel,c1_d0,c2_d0)
    begin
       case (mod_sel)
          0: D_1_digit = c1_d0; 
          1: D_1_digit = c2_d0; 
          2: D_1_digit = c1_d0;
          3: D_1_digit = 0;
          default D_1_digit = 0; 
       endcase 
    end 
    always @ (m_cnt, A_1000_digit, B_100_digit, C_10_digit, D_1_digit)
    begin
       case (m_cnt)
          3: final_BCD = D_1_digit; 
          2: final_BCD = C_10_digit; 
          1: final_BCD = B_100_digit;
          0: final_BCD = A_1000_digit;
          default final_BCD = 0; 
       endcase 
    end 
    always @ (m_cnt)
    begin
       case (m_cnt)
          0: disp_en = 4'b1110;  
          1: disp_en = 4'b1101; 
          2: disp_en = 4'b1011;
          3: disp_en = 4'b0111;
          default disp_en = 0; 
       endcase 
    end 
    always @ (final_BCD)
    begin
       case (final_BCD)
          0: seg_val  = 'h03;   
          1: seg_val  = 'h9F;   
          2: seg_val  = 'h25;   
          3: seg_val  = 'h0D;
          4: seg_val  = 'h99;  
          5: seg_val  = 'h49;  
          6: seg_val  = 'h41;  
          7: seg_val  = 'h1F;  
          8: seg_val  = 'h01;  
          9: seg_val  = 'h09;  
          10: seg_val = 'hFD;    
          15: seg_val = 'hFF;    
          default seg_val = 0; 
       endcase 
    end 
    always @ (dp_sel, m_cnt, dp_en, seg_val, valid)
    begin
       if (valid == 0)      
          ssegs = 'hFD; 
       else 
          begin
          if (dp_sel == m_cnt)
             ssegs = {seg_val[7:1],~dp_en}; 
          else 
             ssegs = seg_val;
          end          
    end
    always @ (posedge sclk)
    begin 
       m_cnt <= m_cnt + 1'b1;
    end 
endmodule
module clk_divder(clockin, clockout); 
    input clockin; 
    output wire clockout; 
    parameter n = 13; 
    reg [n:0] count; 
    always@(posedge clockin) 
    begin 
        count <= count + 1; 
    end 
    assign clockout = count[n]; 
endmodule 
module cnt_convert_14b(
    input [13:0] cnt,
    input [1:0] sel,
    output reg [3:0] c1_d3,
    output reg [3:0] c1_d2,
    output reg [3:0] c1_d1,
    output reg [3:0] c1_d0
    );
    reg [13:0] cnt_new;       
    reg [13:0] cnt_new_w;     
    reg [3:0] d3;      
    reg [3:0] d2;      
    reg [3:0] d1;      
    reg [3:0] d0;      
    always @ (cnt,sel)
       case(sel)
          0: cnt_new = {6'b000000,cnt[7:0]};    
          1: cnt_new = {7'b00000000,cnt[6:0]};  
          2: cnt_new = cnt;                     
          3: cnt_new = cnt;                     
          default cnt_new = cnt; 
       endcase
    always @ (cnt_new)
    begin
       d3=0;  d2=0;  d1=0;  d0=0;     
       cnt_new_w = cnt_new;           
       if      (cnt_new_w > 8999) begin   d3=9;   cnt_new_w = cnt_new_w - 9000;  end
       else if (cnt_new_w > 7999) begin   d3=8;   cnt_new_w = cnt_new_w - 8000;  end 
       else if (cnt_new_w > 6999) begin   d3=7;   cnt_new_w = cnt_new_w - 7000;  end 
       else if (cnt_new_w > 5999) begin   d3=6;   cnt_new_w = cnt_new_w - 6000;  end 
       else if (cnt_new_w > 4999) begin   d3=5;   cnt_new_w = cnt_new_w - 5000;  end 
       else if (cnt_new_w > 3999) begin   d3=4;   cnt_new_w = cnt_new_w - 4000;  end 
       else if (cnt_new_w > 2999) begin   d3=3;   cnt_new_w = cnt_new_w - 3000;  end 
       else if (cnt_new_w > 1999) begin   d3=2;   cnt_new_w = cnt_new_w - 2000;  end 
       else if (cnt_new_w > 999)  begin   d3=1;   cnt_new_w = cnt_new_w - 1000;  end 
       else                       begin   d3=0;   end 
       if      (cnt_new_w > 899) begin   d2=9;   cnt_new_w = cnt_new_w - 900;  end
       else if (cnt_new_w > 799) begin   d2=8;   cnt_new_w = cnt_new_w - 800;  end 
       else if (cnt_new_w > 699) begin   d2=7;   cnt_new_w = cnt_new_w - 700;  end 
       else if (cnt_new_w > 599) begin   d2=6;   cnt_new_w = cnt_new_w - 600;  end 
       else if (cnt_new_w > 499) begin   d2=5;   cnt_new_w = cnt_new_w - 500;  end 
       else if (cnt_new_w > 399) begin   d2=4;   cnt_new_w = cnt_new_w - 400;  end 
       else if (cnt_new_w > 299) begin   d2=3;   cnt_new_w = cnt_new_w - 300;  end 
       else if (cnt_new_w > 199) begin   d2=2;   cnt_new_w = cnt_new_w - 200;  end 
       else if (cnt_new_w > 99)  begin   d2=1;   cnt_new_w = cnt_new_w - 100;  end 
       else                      begin   d2=0;   end 
       if      (cnt_new_w > 89) begin   d1=9;   cnt_new_w = cnt_new_w - 90;  end
       else if (cnt_new_w > 79) begin   d1=8;   cnt_new_w = cnt_new_w - 80;  end 
       else if (cnt_new_w > 69) begin   d1=7;   cnt_new_w = cnt_new_w - 70;  end 
       else if (cnt_new_w > 59) begin   d1=6;   cnt_new_w = cnt_new_w - 60;  end 
       else if (cnt_new_w > 49) begin   d1=5;   cnt_new_w = cnt_new_w - 50;  end 
       else if (cnt_new_w > 39) begin   d1=4;   cnt_new_w = cnt_new_w - 40;  end 
       else if (cnt_new_w > 29) begin   d1=3;   cnt_new_w = cnt_new_w - 30;  end 
       else if (cnt_new_w > 19) begin   d1=2;   cnt_new_w = cnt_new_w - 20;  end 
       else if (cnt_new_w > 9)  begin   d1=1;   cnt_new_w = cnt_new_w - 10;  end 
       else                     begin   d1=0;   end 
       d0 = cnt_new_w[3:0]; 
    end
    always @ (cnt_new, d3,d2,d1,d0)
    begin
       if (cnt_new < 1000)  
          c1_d3 = 'hF; 
       else 
          c1_d3 = d3; 
       if (cnt_new < 100)   
          c1_d2 = 'hF; 
       else 
          c1_d2 = d2; 
       if (cnt_new < 10)   
          c1_d1 = 'hF; 
       else 
          c1_d1 = d1;
       c1_d0 = d0;         
    end 
endmodule
module cnt_convert_7b(
    input [6:0] cnt,
    output reg [3:0] c2_d1,
    output reg [3:0] c2_d0
    );
    reg [7:0] cnt_new;       
    reg [7:0] cnt_new_w;     
    reg [3:0] d1;      
    reg [3:0] d0;      
    always @ (cnt_new)
    begin
       d1=0;  d0=0; 
       cnt_new_w = cnt; 
       if      (cnt_new_w > 89) begin   d1=9;   cnt_new_w = cnt_new_w - 90;  end
       else if (cnt_new_w > 79) begin   d1=8;   cnt_new_w = cnt_new_w - 80;  end 
       else if (cnt_new_w > 69) begin   d1=7;   cnt_new_w = cnt_new_w - 70;  end 
       else if (cnt_new_w > 59) begin   d1=6;   cnt_new_w = cnt_new_w - 60;  end 
       else if (cnt_new_w > 49) begin   d1=5;   cnt_new_w = cnt_new_w - 50;  end 
       else if (cnt_new_w > 39) begin   d1=4;   cnt_new_w = cnt_new_w - 40;  end 
       else if (cnt_new_w > 29) begin   d1=3;   cnt_new_w = cnt_new_w - 30;  end 
       else if (cnt_new_w > 19) begin   d1=2;   cnt_new_w = cnt_new_w - 20;  end 
       else if (cnt_new_w > 9)  begin   d1=1;   cnt_new_w = cnt_new_w - 10;  end 
       else                     begin   d1=0;   end 
       d0 = cnt_new_w[3:0]; 
    end
    always @ (cnt, d1, d0)
    begin
       if (cnt < 10)   
          c2_d1 = 'hF; 
       else 
          c2_d1 = d1;
       c2_d0 = d0;        
    end 
endmodule
`timescale 1ns / 1ps
module Words(
    input clk,
    input [2:0] wordSelect,
    output logic [7:0] seg,
    output logic [3:0] an);
    logic sclk;
    logic [1:0] count = 0;
    clk_divder clkdiv2 (.clockin(clk), .clockout(sclk));
    always_ff @(posedge sclk)
    begin
        count = count + 1;
    end
    always_comb
    begin
        case (count)
            0: an = 4'b1110;
            1: an = 4'b1101;
            2: an = 4'b1011;
            3: an = 4'b0111;
            default: an = 0;
        endcase
    end
    always_comb
    begin
        case (wordSelect)
        0: 
            case (count)
                   0: seg <= 8'b01000001;
                 1: seg <= 8'b00000011;
                 2: seg <= 8'b00000011;
                 3: seg <= 8'b10000101;
            default: seg <= 0;
            endcase
        1: 
            case (count)
                 0: seg <= 8'b11110011;
                1: seg <= 8'b00000011;
                2: seg <= 8'b01001001;
                3: seg <= 8'b01100001;
            default: seg <= 0;
            endcase
        default :        
            case (count)
            0: seg <= 8'b11111111;
            1: seg <= 8'b11111111;
            2: seg <= 8'b11111111;
            3: seg <= 8'b11111111;
            default: seg <= 0;
            endcase
      endcase
    end 
endmodule
--- run.sh ---
#!/bin/bash
# OpenROAD 26Q1-2900-gdf79404cd8, Yosys 0.63+post, stock flow scripts
make -C /OpenROAD-flow-scripts/flow DESIGN_CONFIG=/design/flow/config.mk WORK_HOME=/design/flow/orfs finish
--- config.mk ---
export PLATFORM = sky130hd
export DESIGN_NAME = Words
export DESIGN_NICKNAME = Words
export VERILOG_FILES = /design/flow/design.v
export SDC_FILE = /design/flow/constraint.sdc
export NUM_CORES = 4
export LEC_CHECK = 1
export CORE_AREA = 10 10 70 70
export DIE_AREA = 0 0 80 80
--- constraint.sdc ---
current_design Words

set clk_period 2.7
set clk_io_pct 0.2

create_clock -name clk0 -period $clk_period [get_ports {clk}]

set non_clock_inputs [all_inputs -no_clocks]
set_input_delay [expr $clk_period * $clk_io_pct] -clock clk0 $non_clock_inputs
set_output_delay [expr $clk_period * $clk_io_pct] -clock clk0 [all_outputs]
==> impl_metrics.yaml <==
# implementation run metrics
setup_path:
  r2r_cells: 3
  endpoint_kind: "output port"
  critical_path_class: "in2out"
  critical-path-top-delay-family: "buffers and inverters"
  crit_arrival_ns: 1.87
  cp-start-kind: "primary input"
  max_stage_delay_ns: 0.56
  slowest_stage: "clkdlybuf4s50_1"
  path_common_cell: "clkdlybuf4s50_1"
  cp_max_fo: 6
  worstPathRequired_ns: 2.16
  path_buffers: 3
  crit_cells: 5
  path_cells: "clkdlybuf4s50_1 > inv_1 > nor3_1 > o21ai_0 > clkdlybuf4s50_1"
detailed_routing:
  wl_per_cell_um: 8.24
  ant_nets: 0
  drcViolationCount: 0
  drt_iter0_markers: 14
  viasPerCell: 3.78
  n_antenna_cell: 0
  num_vias: 541
  wl_mm: 1.18
  drtPass1Iterations: 5
synthesis:
  top_area_cell: "dfxtp_1"
  ys_area_um2: 733
  edf_count: 0
  ys_cells: 81
  yosys-top-cells-area: "dfxtp_1 (44%), ha_1 (12%), xor2_1 (11%), nand2_1 (6.1%), inv_1 (4.6%)"
  synth_top_area_share_pct: 43.7
  synth_area_um2: 733
  synthCells: 81
  yosysUniqueCellTypes: 15
  yosysMostFrequentCell: "dfxtp_1"
  syn_avg_cell_area_um2: 9.05
  common_cells: "dfxtp_1 (16), nand2_1 (12), inv_1 (9), xor2_1 (9), ha_1 (7)"
  async_flop_share_pct: 0
  ys.flops: 16
  synthFlopType: "dfxtp_1"
  yosys_warnings: 2
  seq_area_frac_synth_pct: 43.7
timing:
  hold_viol: 0
  setup_viol: 0
  fin_skew_ns: 0.00771
  fin_tns_setup_ns: 0
  min_period_over_period_pct: 89.4
  rsz0062_at_grt: "false"
  unclocked_regs: 2
  untimed_endpoints: 6
  hold_ws_ns: 0.400
  fmax_mhz: 414
  period_needed_ns: 2.41
  slew_viol_final: 0
pwr:
  combPwrFrac_pct: 5.6
  finalPower_w: 0.000334
  ir_drop_mv: 0.258
  powerDensity_nw_per_um2: 354
  p_int_w: 0.000271
  pwr-share-seq_pct: 61.7
  swShare_pct: 18.9
  netSwitchingPower_w: 0.0000633
  clkPwrFrac_pct: 32.7
  p_leak_nw: 0.421
clock_network:
  cts_resized: 0
  htreeDepth: 1
  holdBufCountCts: 0
  cts_buffers: 3
  ctsRootBufferMaster: "clkbuf_4"
  post_cts_buffers: 0
  insertion_delay_ns: 0.27
  cts_tree: "built"
  clock_path_buffers: 2
  path_clk_slew_ns: 0.07
min_path:
  hp-class: "reg2reg"
  hold_depth: 1
die:
  dieArea_um2: 6400
  die_h_um: 80
  ios: 16
  core_area_um2: 3420
  std_cell_rows: 21
  die_x_um: 80
  initial_utilization_pct: 21.5
grt:
  grt_pass1_wl_mm: 2.04
  gr-total-overflow: 0
  first_global_vias: 479
  grt_usage_pct: 3.76
  antenna_found_initial: 0
  grt_max_degree: 8
flow_run:
  warnings: 30
  max_cap_viol_count: 0
status:
  outcome: "completed"
cells_and_area:
  area_delta_synth_final_pct: 29.0
  flop_area_um2: 320
  final.fill_count: 357
  drive_gt1_share_pct: 4.12
  logic_area_um2: 372
place:
  globalplace.congestion: 0.720
  io_buffers: 14
  dp_hpwl_um: 960
==> kinds of logic after synthesis <==
kind of cell               Yosys count  synth area share (%)
DFF                                 16                  43.7
other                                1                 0.511
xor gates and xnor gates            12                  14.3
AOI/OAI and AO/OA                    3                  2.05
and+or+nand+nor                     32                  21.8
buffers and inverters               10                  5.63
adders and majority gates            7                  11.9
==> sequential cells by signal, indices dropped and copies added, names as in the netlist <==
signal         count
count              2
clkdiv2.count     14
==> layout make-up <==
cell class / instances / share of cell area (%)
Clock buffer: 3 / 2.38
Inverter: 9 / 3.57
Multi-Input combinational cell: 55 / 39.3
Sequential cell: 16 / 33.9
Tap cell: 46 / 6.08
Timing Repair Buffer: 14 / 14.8
==> path summary, 6_finish.rpt <==
check / start / to / slack (ns)
max reg2reg: clkdiv2.count[3]$_DFF_P_ / clkdiv2.count[11]$_DFF_P_ / 1.46
min reg2reg: clkdiv2.count[0]$_DFF_P_ / clkdiv2.count[0]$_DFF_P_ / 0.40
max: wordSelect[0] / seg[1] / 0.29
min: clkdiv2.count[0]$_DFF_P_ / clkdiv2.count[0]$_DFF_P_ / 0.40
==> stage by stage <==
step	instances	worst slack (ns)	utilization [%]	area [µm²]
final	143	0.287	27.7	946
after global routing	143	0.188	27.7	946
after CTS	143	0.288	27.7	946
after detailed placement	140	0.294	27.0	923
after global placement	140	0.322	27.0	923
after floorplan	81	1.30	-	733
==> routing by layer <==
metal	global-route usage [%]	wire length [µm]	vias to the layer above
met5	0	0	-
met4	0.352	0	0
met3	1.93	152	0
met2	5.38	405	22
met1	5.13	620	226
li1	-	-	293
==> power by group through the flow <==
stage	sequential [W]	clock [W]	combinational, W
final	0.000206	0.000109	0.0000189
after global routing	0.000206	0.000127	0.0000211
after CTS	0.000206	0.000117	0.0000193
==> cells in the final DEF (no fill, tap or decap) <==
master	count
nor3_1	2
dfxtp_1	16
xnor2_1	3
nor4_1	4
o21ai_0	3
conb_1	1
clkbuf_4	3
nand3_1	6
nor2_1	6
inv_1	9
nand2_1	12
xor2_1	9
clkdlybuf4s50_1	14
ha_1	7
nand4_4	1
nand4_1	1
Power and IR drop assume default switching activity.
