## design.v

```verilog
`timescale 1ns / 1ps
module univ_sseg(
    input [13:0] cnt1,
    input [6:0] cnt2,
    input valid,
    input dp_en,
    input [1:0] dp_sel,
    input [1:0] mod_sel,
    input sign,
    input clk,
    output reg [7:0] ssegs,
    output reg [3:0] disp_en,
    output sclk
    ); 
    wire [3:0] c1_d3;   
    wire [3:0] c1_d2; 
    wire [3:0] c1_d1; 
    wire [3:0] c1_d0; 
    wire [3:0] c2_d1;    
    wire [3:0] c2_d0; 
    reg [3:0] A_1000_digit;  
    reg [3:0] B_100_digit; 
    reg [3:0] C_10_digit; 
    reg [3:0] D_1_digit; 
    reg [3:0] final_BCD; 
    reg [1:0] m_cnt;         
    reg [7:0] seg_val;       
    cnt_convert_14b CC_14(cnt1, mod_sel, c1_d3, c1_d2, c1_d1, c1_d0); 
    cnt_convert_7b CC_7(cnt2, c2_d1, c2_d0); 
    clk_divder CLK_DIV (clk,sclk); 
    always @ (sign,mod_sel,c1_d1,c1_d3)
    begin
       case ({sign,mod_sel})
          0: A_1000_digit = 'hF;
          1: A_1000_digit = c1_d1; 
          2: A_1000_digit = c1_d3;
          3: A_1000_digit = 0;
          4: A_1000_digit = 'hA;   
          5: A_1000_digit = c1_d1; 
          6: A_1000_digit = c1_d3;
          7: A_1000_digit = 0;
          default A_1000_digit = 'hA; 
       endcase 
    end 
    always @ (mod_sel,c1_d2,c1_d0)
    begin
       case (mod_sel)
          0: B_100_digit = c1_d2; 
          1: B_100_digit = c1_d0; 
          2: B_100_digit = c1_d2;
          3: B_100_digit = 0;
          default B_100_digit = 0; 
       endcase 
    end 
    always @ (mod_sel,c1_d1,c2_d1)
    begin
       case (mod_sel)
          0: C_10_digit = c1_d1; 
          1: C_10_digit = c2_d1; 
          2: C_10_digit = c1_d1;
          3: C_10_digit = 0;
          default C_10_digit = 0; 
       endcase 
    end 
    always @ (mod_sel,c1_d0,c2_d0)
    begin
       case (mod_sel)
          0: D_1_digit = c1_d0; 
          1: D_1_digit = c2_d0; 
          2: D_1_digit = c1_d0;
          3: D_1_digit = 0;
          default D_1_digit = 0; 
       endcase 
    end 
    always @ (m_cnt, A_1000_digit, B_100_digit, C_10_digit, D_1_digit)
    begin
       case (m_cnt)
          3: final_BCD = D_1_digit; 
          2: final_BCD = C_10_digit; 
          1: final_BCD = B_100_digit;
          0: final_BCD = A_1000_digit;
          default final_BCD = 0; 
       endcase 
    end 
    always @ (m_cnt)
    begin
       case (m_cnt)
          0: disp_en = 4'b1110;  
          1: disp_en = 4'b1101; 
          2: disp_en = 4'b1011;
          3: disp_en = 4'b0111;
          default disp_en = 0; 
       endcase 
    end 
    always @ (final_BCD)
    begin
       case (final_BCD)
          0: seg_val  = 'h03;   
          1: seg_val  = 'h9F;   
          2: seg_val  = 'h25;   
          3: seg_val  = 'h0D;
          4: seg_val  = 'h99;  
          5: seg_val  = 'h49;  
          6: seg_val  = 'h41;  
          7: seg_val  = 'h1F;  
          8: seg_val  = 'h01;  
          9: seg_val  = 'h09;  
          10: seg_val = 'hFD;    
          15: seg_val = 'hFF;    
          default seg_val = 0; 
       endcase 
    end 
    always @ (dp_sel, m_cnt, dp_en, seg_val, valid)
    begin
       if (valid == 0)      
          ssegs = 'hFD; 
       else 
          begin
          if (dp_sel == m_cnt)
             ssegs = {seg_val[7:1],~dp_en}; 
          else 
             ssegs = seg_val;
          end          
    end
    always @ (posedge sclk)
    begin 
       m_cnt <= m_cnt + 1'b1;
    end 
endmodule
module clk_divder(clockin, clockout); 
    input clockin; 
    output wire clockout; 
    parameter n = 13; 
    reg [n:0] count; 
    always@(posedge clockin) 
    begin 
        count <= count + 1; 
    end 
    assign clockout = count[n]; 
endmodule 
module cnt_convert_14b(
    input [13:0] cnt,
    input [1:0] sel,
    output reg [3:0] c1_d3,
    output reg [3:0] c1_d2,
    output reg [3:0] c1_d1,
    output reg [3:0] c1_d0
    );
    reg [13:0] cnt_new;       
    reg [13:0] cnt_new_w;     
    reg [3:0] d3;      
    reg [3:0] d2;      
    reg [3:0] d1;      
    reg [3:0] d0;      
    always @ (cnt,sel)
       case(sel)
          0: cnt_new = {6'b000000,cnt[7:0]};    
          1: cnt_new = {7'b00000000,cnt[6:0]};  
          2: cnt_new = cnt;                     
          3: cnt_new = cnt;                     
          default cnt_new = cnt; 
       endcase
    always @ (cnt_new)
    begin
       d3=0;  d2=0;  d1=0;  d0=0;     
       cnt_new_w = cnt_new;           
       if      (cnt_new_w > 8999) begin   d3=9;   cnt_new_w = cnt_new_w - 9000;  end
       else if (cnt_new_w > 7999) begin   d3=8;   cnt_new_w = cnt_new_w - 8000;  end 
       else if (cnt_new_w > 6999) begin   d3=7;   cnt_new_w = cnt_new_w - 7000;  end 
       else if (cnt_new_w > 5999) begin   d3=6;   cnt_new_w = cnt_new_w - 6000;  end 
       else if (cnt_new_w > 4999) begin   d3=5;   cnt_new_w = cnt_new_w - 5000;  end 
       else if (cnt_new_w > 3999) begin   d3=4;   cnt_new_w = cnt_new_w - 4000;  end 
       else if (cnt_new_w > 2999) begin   d3=3;   cnt_new_w = cnt_new_w - 3000;  end 
       else if (cnt_new_w > 1999) begin   d3=2;   cnt_new_w = cnt_new_w - 2000;  end 
       else if (cnt_new_w > 999)  begin   d3=1;   cnt_new_w = cnt_new_w - 1000;  end 
       else                       begin   d3=0;   end 
       if      (cnt_new_w > 899) begin   d2=9;   cnt_new_w = cnt_new_w - 900;  end
       else if (cnt_new_w > 799) begin   d2=8;   cnt_new_w = cnt_new_w - 800;  end 
       else if (cnt_new_w > 699) begin   d2=7;   cnt_new_w = cnt_new_w - 700;  end 
       else if (cnt_new_w > 599) begin   d2=6;   cnt_new_w = cnt_new_w - 600;  end 
       else if (cnt_new_w > 499) begin   d2=5;   cnt_new_w = cnt_new_w - 500;  end 
       else if (cnt_new_w > 399) begin   d2=4;   cnt_new_w = cnt_new_w - 400;  end 
       else if (cnt_new_w > 299) begin   d2=3;   cnt_new_w = cnt_new_w - 300;  end 
       else if (cnt_new_w > 199) begin   d2=2;   cnt_new_w = cnt_new_w - 200;  end 
       else if (cnt_new_w > 99)  begin   d2=1;   cnt_new_w = cnt_new_w - 100;  end 
       else                      begin   d2=0;   end 
       if      (cnt_new_w > 89) begin   d1=9;   cnt_new_w = cnt_new_w - 90;  end
       else if (cnt_new_w > 79) begin   d1=8;   cnt_new_w = cnt_new_w - 80;  end 
       else if (cnt_new_w > 69) begin   d1=7;   cnt_new_w = cnt_new_w - 70;  end 
       else if (cnt_new_w > 59) begin   d1=6;   cnt_new_w = cnt_new_w - 60;  end 
       else if (cnt_new_w > 49) begin   d1=5;   cnt_new_w = cnt_new_w - 50;  end 
       else if (cnt_new_w > 39) begin   d1=4;   cnt_new_w = cnt_new_w - 40;  end 
       else if (cnt_new_w > 29) begin   d1=3;   cnt_new_w = cnt_new_w - 30;  end 
       else if (cnt_new_w > 19) begin   d1=2;   cnt_new_w = cnt_new_w - 20;  end 
       else if (cnt_new_w > 9)  begin   d1=1;   cnt_new_w = cnt_new_w - 10;  end 
       else                     begin   d1=0;   end 
       d0 = cnt_new_w[3:0]; 
    end
    always @ (cnt_new, d3,d2,d1,d0)
    begin
       if (cnt_new < 1000)  
          c1_d3 = 'hF; 
       else 
          c1_d3 = d3; 
       if (cnt_new < 100)   
          c1_d2 = 'hF; 
       else 
          c1_d2 = d2; 
       if (cnt_new < 10)   
          c1_d1 = 'hF; 
       else 
          c1_d1 = d1;
       c1_d0 = d0;         
    end 
endmodule
module cnt_convert_7b(
    input [6:0] cnt,
    output reg [3:0] c2_d1,
    output reg [3:0] c2_d0
    );
    reg [7:0] cnt_new;       
    reg [7:0] cnt_new_w;     
    reg [3:0] d1;      
    reg [3:0] d0;      
    always @ (cnt_new)
    begin
       d1=0;  d0=0; 
       cnt_new_w = cnt; 
       if      (cnt_new_w > 89) begin   d1=9;   cnt_new_w = cnt_new_w - 90;  end
       else if (cnt_new_w > 79) begin   d1=8;   cnt_new_w = cnt_new_w - 80;  end 
       else if (cnt_new_w > 69) begin   d1=7;   cnt_new_w = cnt_new_w - 70;  end 
       else if (cnt_new_w > 59) begin   d1=6;   cnt_new_w = cnt_new_w - 60;  end 
       else if (cnt_new_w > 49) begin   d1=5;   cnt_new_w = cnt_new_w - 50;  end 
       else if (cnt_new_w > 39) begin   d1=4;   cnt_new_w = cnt_new_w - 40;  end 
       else if (cnt_new_w > 29) begin   d1=3;   cnt_new_w = cnt_new_w - 30;  end 
       else if (cnt_new_w > 19) begin   d1=2;   cnt_new_w = cnt_new_w - 20;  end 
       else if (cnt_new_w > 9)  begin   d1=1;   cnt_new_w = cnt_new_w - 10;  end 
       else                     begin   d1=0;   end 
       d0 = cnt_new_w[3:0]; 
    end
    always @ (cnt, d1, d0)
    begin
       if (cnt < 10)   
          c2_d1 = 'hF; 
       else 
          c2_d1 = d1;
       c2_d0 = d0;        
    end 
endmodule
```

## run.sh

```bash
#!/bin/bash
# OpenROAD 26Q1-2900-gdf79404cd8, Yosys 0.63+post, stock flow scripts
make -C /OpenROAD-flow-scripts/flow DESIGN_CONFIG=/design/flow/config.mk WORK_HOME=/design/flow/orfs finish
```

## config.mk

```make
export PLATFORM = sky130hd
export DESIGN_NAME = univ_sseg
export DESIGN_NICKNAME = univ_sseg
export VERILOG_FILES = /design/flow/design.v
export SDC_FILE = /design/flow/constraint.sdc
export NUM_CORES = 4
export LEC_CHECK = 1
export CORE_UTILIZATION = 30
```

## constraint.sdc

```tcl
current_design univ_sseg

set clk_period 24.7
set clk_io_pct 0.2

create_clock -name clk0 -period $clk_period [get_ports {clk}]

set non_clock_inputs [all_inputs -no_clocks]
set_input_delay [expr $clk_period * $clk_io_pct] -clock clk0 $non_clock_inputs
set_output_delay [expr $clk_period * $clk_io_pct] -clock clk0 [all_outputs]
```

==> summary.txt <==
Asr flop ratio synth = 0
Initial DRC count = 795
Fmax = 48.52 MHz
CP max FO = 17
Die Y = 154.1 microns
FF+latch count, synth = 16
Syn-to-layout area delta = 9.686%
FF-to-FF path depth = 6
Total GRT Usage = 0.2171
Worst vdd ir = 0.04121 mV
Uppermost layer routed = met4
Logic family by area = AND-OR/OR-AND gates
RSZ-0062 raised after global routing = false
Clk latency late pin = 0.24 ns
Mapped cell area = 6937 sq um
R2R Path End = CLK_DIV.count[13]$_DFF_P_
Layout cells sized above 1 = 0.07806
Power share of the combinational group = 0.820
Worst Hold Launch = CLK_DIV.count[0]$_DFF_P_
CTS Root Cell = clkbuf_16
Fillcell total = 2382
Mux share = 0.02561
Die width = 154.1 microns
Synth top area share = 0.1100
Number of enable flip-flop cells = 0
Worst Path Class, Setup = input port to output port
Final instance area = 7609 sq um
Setup TNS = 0 ns
Flop pwr share = 0.073
Top area cell types = ha_1 11%, nand2_1 6.0%, a21oi_1 5.7%
Status = complete, no violations
Diodes inserted = 0
Ao+oa area frac = 0.4208
Vias/cell = 6.443
Final wirelength = 25.99 mm
DR DRC count = 0
P per Cell Area = 40.86 nW/um^2
Crit Reg-Reg Startpoint = CLK_DIV.count[2]$_DFF_P_
Max clock buf depth = 2
First-pass GRT wire length = 41.30 mm
PortBufs = 41
Setup Skew = 0.003057 ns
Critical Path RT = 19.76 ns
Hold depth = 1
Int Power = 0.1354 mW
Sw Ratio = 0.5644
Remaining antenna violation count = 0
Number of unconstrained endpoints = 6
Routed met2 length = 11.45 mm
Worst min-delay path category = flop to flop
Crit path time final = 20.61 ns
Worst rel slew slack = 0.4423
Hold Fails Final Rpt = 0
Setup-failing EPs final = 0
Initial antenna violation count = 0
Ys flop type = dfxtp_1
Xor/xnor share = 0.04293
CTS tree = done
Init Core Util = 0.3064
WL/cell = 20.04 microns
Setup repair bufs after CTS = 0
LEAKAGE = 2.730 nW
CP Launch Type = input port
R2R Setup Slk = 23.27 ns
Boundary pin count = 42
Largest net degree at the start of global routing = 29
Chip area = 23730 sq um
Core area = 22640 sq um
Slowest-stage cell, CP = clkdlybuf4s50_1
CTS buffer count = 3
First drt pass iteration count = 6
Yosys chip area = 6937 sq um
Post-Synthesis Cells = 1012
DR vias = 8357
Max Cap Viol = 0
Tool warnings = 71
Max Slew Vio Count = 0
CTS resizes = 0
Critical Path Sink Type = output port
Unique masters post-synth = 104
Register pins left without a clock = 2
RePlAce Congestion = 1.029
WL met1 = 11.48 mm
DR WL met3 = 2.180 mm
Total grt overflow = 0
Worst Hold End = CLK_DIV.count[0]$_DFF_P_
Net Switching = 0.1755 mW
Cell type with the largest total area = ha_1
Yosys adder share = 0.1100
CP peak stage delay = 0.79 ns
Clock transition at path regs = 0.04 ns
Post-DP HPWL = 19.98 mm
Vias in the first global route = 7578
Yosys simple share = 0.2895
Placed inst area = 7520 sq um
Yosys warning count = 4
CP startpoint = mod_sel[0]
Synthesized area per cell = 6.854 sq um
Hold-fix buffers at CTS = 0
# rows = 55
Yosys Instances = 1012
Clock share of power = 0.107
Worst-margin pin slew = 0.8301 ns
Worst endpoint data arrival time = 15.67 ns
Final period utilization = 0.8344
Synth Seq Share = 0.04618
Htree depth = 1
power by group through the flow:
stage | Combinational [mW] | Sequential [mW] | Clock, mW
after global routing | 0.275 | 0.0226 | 0.0346
final | 0.255 | 0.0227 | 0.0331
after CTS | 0.248 | 0.0227 | 0.0337
state kept, by name (all words and copies together), names as in the netlist:
name           flops
CLK_DIV.count     14
m_cnt              2
how the worst max path moves through the flow:
stage / end / slack [ns]
4_1_cts: ssegs[0] / 4.37
5_1_grt: ssegs[6] / 3.54
6_report: ssegs[6] / 4.09
per-layer routing:
layer / global-route usage / up-vias
met3: 0.02641 / 80
li1: - / 3915
met4: 0.06619 / 0
met1: 0.3081 / 3895
met2: 0.3439 / 467
met5: 0 / -
final cells by class:
type | instances | area, sq um | area share
Clock buffer | 4 | 88.84 | 0.01168
Inverter | 45 | 168.9 | 0.02220
Multi-Input combinational cell | 893 | 6166 | 0.8104
Sequential cell | 16 | 320.3 | 0.04210
Tap cell | 285 | 356.6 | 0.04687
Timing Repair Buffer | 54 | 508.0 | 0.06677
cell usage in the layout, fill, tap and decap left out, drive strengths merged, types with 28 or more instances in the layout:
master,netlist,final
a21oi,82,82
clkdlybuf4s50,0,41
ha,61,61
inv,41,41
nand2,112,112
nand3,46,46
nor2,69,69
nor3,37,37
o21ai,72,72
xnor2,28,28
critical path: cells and delay by family:
kind | cells | cell delay [ns]
xor gates and xnor gates | 1 | 0.15
and+or+nand+nor | 10 | 2.85
buffers and inverters | 6 | 2.44
AOI/OAI and AO/OA | 15 | 4.21
adders and majority gates | 3 | 1.05
kinds of logic (layout without fill, tap and decap cells):
logic type / Yosys count / count (layout)
compound gates: 397 / 397
simple gates: 384 / 384
buf+inv: 103 / 103
fa+ha+maj: 61 / 61
xor+xnor: 34 / 34
mux: 17 / 17
flops: 16 / 16
synthesized netlist by cell type, types with 11 or more instances:
cell and number:
nand4_1 16, dfxtp_1 16, o211ai_1 19, a21o_1 19, o21ai_0 62, a211oi_1 21, a211o_1 11, mux2i_1 11
or3_1 11, nor3_1 33, and3_1 16, ha_1 61, nand3_1 44, a21oi_1 79, nor2_1 65, nor2b_1 11
clkbuf_1 27, inv_1 41, nand2_1 111, buf_2 23, xnor2_1 28, a31oi_1 24, nand2b_1 11
metrics by stage:
step                std cells  total power [mW]  setup slack, ns    util  hold WS [ns]
finish                   1297            0.3109            4.089  0.3361        0.4081
global placement         1293            0.2735            4.244  0.3321        0.3963
CTS                      1297            0.3043            4.368  0.3361        0.4129
detailed placement       1293            0.2697            4.380  0.3321        0.3994
global route             1297            0.3327            3.539  0.3361        0.4378
floorplan                1012            0.2075            7.308       -        0.3829
No activity file was given, so power comes from the tool's default toggle rates.
