<file path="flow/config.mk">
export PLATFORM = sky130hd
export DESIGN_NAME = Lab3Project
export DESIGN_NICKNAME = Lab3Project
export VERILOG_FILES = /design/flow/design.v
export SDC_FILE = /design/flow/constraint.sdc
export NUM_CORES = 4
export LEC_CHECK = 1
export CORE_AREA = 10 10 70 70
export DIE_AREA = 0 0 80 80
</file>
<file path="flow/design.v">
`timescale 1ns / 1ps
module Mux#(parameter Length=1)
    (input [Length-1:0] a_i, b_i,
    input sel_i,
    output [Length-1:0]z_o
    );
assign z_o= (sel_i==0) ? a_i: b_i;
endmodule
`timescale 1ns / 1ps
module FullAdder(
    input A,
    input B,
    input D,
    output S,
    output Co
    );
    assign S=(A^B^D);
    assign Co=(B&D)|(A&D)|(A&B);
endmodule
`timescale 1ns / 1ps
module Lab2Ripple(
    input [3:0] A,
    input [3:0] B,
    input D,
    output [3:0] S,
    output Co
    );
logic t1,t2,t3;
FullAdder fa(.A(A[0]),.B(B[0]),.D(D),.S(S[0]), .Co(t1));
FullAdder fa1(.A(A[1]), .B(B[1]), .D(t1), .S(S[1]), .Co(t2));
FullAdder fa2(.A(A[2]), .B(B[2]), .D(t2), .S(S[2]), .Co(t3));
FullAdder fa3(.A(A[3]), .B(B[3]), .D(t3), .S(S[3]), .Co(Co));
endmodule
`timescale 1ns / 1ps
module Lab3Project(
    input [3:0] A,
    input [3:0] B,
    output [7:0] Seg,
    output [3:0] An
    );
    logic [3:0]t1,t2;
 Lab2Ripple Lab2Ripple1( .A(A), .B(B),.S(t1), .Co(t2));
 Mux#(4) Mux(.sel_i(t2),.a_i(4'b1110),.b_i(4'b1111),.z_o(An));
 ssegdec ssegdec1 (.binary(t1), .seg(Seg));
endmodule
module ssegdec(
    input [3:0] binary,
    output logic [7:0] seg);
    always_comb
    begin
        case(binary)
            0: seg=7'b 1000000;
            1: seg=7'b 1111001;
            2: seg= 7'b 0100100;
            3: seg= 7'b 0110000;
            4: seg=7'b 0011001;
            5: seg=7'b 0010010;
            6: seg=7'b 0000010;
            7: seg= 7'b 1111000;
            8: seg= 7'b 0000000;
            9: seg= 7'b 0011000;
            10: seg=7'b 0001000;
            11: seg= 7'b 0000011;
            12: seg=7'b 1000110;
            13: seg=7'b 0100001;
            14: seg=7'b 0000110;
            15: seg=7'b 0001110;
       default: seg= 7'b 1111111;    
      endcase
   end
endmodule
</file>
<file path="flow/constraint.sdc">
current_design Lab3Project

set clk_period 1.8
set clk_io_pct 0.2

create_clock -name clk0 -period $clk_period

set non_clock_inputs [all_inputs -no_clocks]
set_input_delay [expr $clk_period * $clk_io_pct] -clock clk0 $non_clock_inputs
set_output_delay [expr $clk_period * $clk_io_pct] -clock clk0 [all_outputs]
</file>
<file path="flow/run.sh">
#!/bin/bash
# OpenROAD 26Q1-2900-gdf79404cd8, Yosys 0.63+post, stock flow scripts
make -C /OpenROAD-flow-scripts/flow DESIGN_CONFIG=/design/flow/config.mk WORK_HOME=/design/flow/orfs finish
</file>
==> flow_summary_export.csv <==
group,metric,value,unit
run_status,status,"finished, violations left",
run_status,violations,"negative setup slack",
layout,syn2layout_area_growth,123,%
timing,hold-worst-slack,1.33,ns
layout,ff_latch_area,0,um2
critical_path,critPathSlowestCell,"fa_2",
yosys,avgSynthCellArea,7.11,um2
run,cap_violations,0,
detailed_routing,drt-pass1-iter-count,1,
floorplanning,coreArea,3420,um2
detailed_routing,vias,208,
global_routing,grt_pass1_vias,203,
critical_path,crit_fanout,4,
floorplanning,io_pins,20,
yosys,synth_sequential_area_ratio,0,%
layout,flop-count,0,
timing,min_period,2.66,ns
global_routing,grt_max_degree,7,
yosys,ys_cells,28,
yosys,syn_inst,28,
layout,finalNonFillerCells,94,
place,hpwl,573,um
timing,finalWorstSetupSlack,-0.863,ns
floorplanning,fp.dieW,80,um
detailed_routing,drc,0,
floorplanning,rows,21,
floorplanning,die_y,80,um
place,routabilityCongestion,0.682,
timing,hold_viol_final,0,
layout,nFillCells,400,
yosys,yosys_warnings,4,
critical_path,critPathRequiredTime,1.44,ns
timing,final-setup-viol-count,8,
yosys,synth_cell_types,13,
critical_path,critPathKind,"input pin to output pin",
critical_path,end_kind,"output pin",
place,place_inst,87,
detailed_routing,drt_iter0_drc,0,
floorplanning,core_util_floorplan,5.82,%
yosys,syn_area,199,um2
detailed_routing,routed_via_density,2.21,
timing,fin_tns_setup,-5.73,ns
hold_path,hp-class,"input pin to output pin",
global_routing,grt.total_usage,1.95,%
power_and_ir_drop,powerDensity,421,nW/um2
critical_path,crit_path_max_incr_delay,0.59,ns
critical_path,cp.arrival,2.30,ns
layout,drive_gt1_share,66.7,%
power_and_ir_drop,p_leak,0.000226,uW
detailed_routing,insertedDiodeCount,0,
detailed_routing,wl_per_cell,7.16,um
place,port_buffers,16,
timing,post-route-period-util,148,%
floorplanning,die_area,6400,um2
layout,comb_area,163,um2
detailed_routing,finalWirelength,673,um
yosys,yosys_area,199,um2
critical_path,crit_top_cell,"fa_2",
detailed_routing,ant_nets,0,
layout,nClkBuffers,0,
hold_path,holdCritStartpoint,"B[2]",
global_routing,antenna_found_initial,0,
timing,slew_violations,0,
timing,fmax,0.376,GHz
critical_path,crit_start,"B[0]",
timing,grt_setup_unrepaired,"yes",
global_routing,grt_pass1_wl,1.01,mm
critical_path,cp_cell_sequence,"buf_6 > nand2_4 > fa_2 > fa_2 > fa_2 > and3b_2 > buf_4 > o21bai_1 > buf_2",
critical_path,cp-start-kind,"input pin",
power_and_ir_drop,ir_worst_vdd,0.0596,mV
global_routing,gr-total-overflow,0,
run,warning_count,35,
metal layers:
metal,vias up,GRT usage [%],wire (um)
li1,110,-,-
met4,0,0,0
met2,12,3.45,296
met5,-,0,0
met3,0,0.909,102
met1,86,2.20,274
cell families after synthesis:
logic type / after synthesis / share of synthesized area [%]
other: 2 / 3.77
buffers and inverters: 13 / 35.8
AOI/OAI and AO/OA: 3 / 9.43
xor gates and xnor gates: 1 / 4.40
adders and majority gates: 3 / 30.2
and+or+nand+nor: 6 / 16.4
path summary, 6_finish.rpt:
| check | endpoint | cells past startpoint | slack, ns |
|---|---|---|---|
| setup / recovery | Seg[2] | 9 | -0.86 |
| hold / removal | Seg[0] | 5 | 1.33 |
power breakdown:
group          switching (uW)  internal, uW  total [uW]
Combinational            66.0           120         186
Clock                       0             0           0
Sequential                  0             0           0
Total                    66.0           120         186
worst max-delay path, delay by kind of cell:
family                     cells  cell delay [ns]
and+or+nand+nor                2             0.24
buffers and inverters          3             0.28
AOI/OAI and AO/OA              1             0.09
adders and majority gates      3             1.31
Yosys cell counts:
master	count	area, um2
buf_4	6	45.0
o21bai_1	1	7.51
o22ai_1	1	6.26
and2_1	1	6.26
conb_1	2	7.51
inv_1	7	26.3
fa_1	3	60.1
nand2_1	2	7.51
nor2_1	1	3.75
xnor2_1	1	8.76
and3b_1	1	8.76
nand2b_1	1	6.26
a21oi_1	1	5.00
layout make-up:
class	count	area share, %
Tap cell	46	13.0
Multi-Input combinational cell	17	36.7
Timing Repair Buffer	24	42.7
Inverter	7	7.63
through the flow:
stage	setup WS [ns]	area [um2]	utilization (%)	power, uW
floorplan	-0.515	221	-	72.9
global placement	-1.68	402	11.8	159
detailed placement	-1.70	402	11.8	161
CTS	-0.858	417	12.2	169
global route	-0.944	443	13.0	209
finish	-0.863	443	13.0	186
cell usage in the layout (no fill, tap or decap), types with 2 or more instances in the layout:
cell,Yosys,routed
dlygate4sd2_1,0,2
clkdlybuf4s50_1,0,2
inv_2,0,4
fa_2,0,3
buf_4,6,5
conb_1,2,4
buf_2,0,8
buf_6,0,5
inv_1,7,2
repair_timing:
action	4_1_cts	5_1_grt
setup endpoints to repair	8	8
gates resized	46	6
pin swaps	8	1
endpoints found under the hold margin	0	0
hold buffers	0	0
setup buffers	4	3
Power and IR drop assume default switching activity.
